==> design.v <==
module counter(count, hex0, hex1, hex2, hex3, hex4, hex5, clk, resetn, enable);
	input clk;
	input resetn, enable;
	output [6:0] hex0, hex1, hex2, hex3, hex4, hex5;
	output [23:0] count;
	wire signal;
	wire [23:0] display;
	RateDivider rate(.pulse(signal),
					.enable(enable),
					.reset(resetn),
					.clock(clk),
					.counting(28'd49_999_999));
	DisplayCounter dis(.num(display), .en_able(signal), .reset_n(resetn), .clk(clk));
	hex_decoder h0(.hex_digit(display[3:0]), .segments(hex0));
	hex_decoder h1(.hex_digit(display[7:4]), .segments(hex1));
	hex_decoder h2(.hex_digit(display[11:8]), .segments(hex2));
	hex_decoder h3(.hex_digit(display[15:12]), .segments(hex3));
	hex_decoder h4(.hex_digit(display[19:16]), .segments(hex4));
	hex_decoder h5(.hex_digit(display[23:20]), .segments(hex5));
	assign count = display;
endmodule
module RateDivider(pulse, enable, reset, clock, counting);
	input enable, clock, reset;
	input [27:0] counting;
	output pulse;
	reg [27:0] out;
	always @(posedge clock)
	begin
		if (reset == 1'b0)
			out[27:0] <= counting[27:0];
		else if (enable == 1'b1)
			begin
				if (out == 28'd0)
					out <= counting[27:0];
				else
					out <= out - 1'd1;
			end
	end
	assign pulse = (out == 28'd0) ? 1 : 0;
endmodule
module DisplayCounter(num, en_able, reset_n, clk);
	input en_able, reset_n, clk;
	output reg [23:0] num;
	always @(posedge clk, negedge reset_n)
	begin
		if (reset_n == 1'b0)
			num <= 23'b0;
		else if (en_able == 1'b1)
			begin
				if (num == 24'b1111_1111_1111_1111_1111_1111) num <= num;
				else
					begin
						num <= num + 1'b1;
					end
			end
	end
endmodule
module hex_decoder(hex_digit, segments);
    input [3:0] hex_digit;
    output reg [6:0] segments;
    always @(*)
        case (hex_digit)
            4'h0: segments = 7'b100_0000;
            4'h1: segments = 7'b111_1001;
            4'h2: segments = 7'b010_0100;
            4'h3: segments = 7'b011_0000;
            4'h4: segments = 7'b001_1001;
            4'h5: segments = 7'b001_0010;
            4'h6: segments = 7'b000_0010;
            4'h7: segments = 7'b111_1000;
            4'h8: segments = 7'b000_0000;
            4'h9: segments = 7'b001_1000;
            4'hA: segments = 7'b000_1000;
            4'hB: segments = 7'b000_0011;
            4'hC: segments = 7'b100_0110;
            4'hD: segments = 7'b010_0001;
            4'hE: segments = 7'b000_0110;
            4'hF: segments = 7'b000_1110;   
            default: segments = 7'h7f;
        endcase
endmodule
==> run.sh <==
#!/bin/bash
# OpenROAD 26Q1-2900-gdf79404cd8, Yosys 0.63+post, stock flow scripts
make -C /OpenROAD-flow-scripts/flow DESIGN_CONFIG=/design/flow/config.mk WORK_HOME=/design/flow/orfs finish
==> config.mk <==
export PLATFORM = sky130hd
export DESIGN_NAME = counter
export DESIGN_NICKNAME = counter
export VERILOG_FILES = /design/flow/design.v
export SDC_FILE = /design/flow/constraint.sdc
export NUM_CORES = 4
export LEC_CHECK = 1
export CORE_UTILIZATION = 40
==> constraint.sdc <==
current_design counter

set clk_period 5.0
set clk_io_pct 0.2

create_clock -name clk0 -period $clk_period [get_ports {clk}]

set non_clock_inputs [all_inputs -no_clocks]
set_input_delay [expr $clk_period * $clk_io_pct] -clock clk0 $non_clock_inputs
set_output_delay [expr $clk_period * $clk_io_pct] -clock clk0 [all_outputs]
==> results.json <==
{
  "area_growth_pct": 22.85,
  "reg2reg_depth": 6,
  "r2r_start": "rate.out[8]",
  "die-area_um2": 9880,
  "finalClockSkew_ns": 0.006160,
  "clock_latency_ns": 0.30,
  "cts_tree": "built",
  "fp_util_pct": 41.27,
  "clockBufferDepth": 2,
  "hold_path.class": "flop to flop",
  "switching_power_uw": 149.8,
  "final-comb-area_um2": 2455,
  "coreArea_um2": 9196,
  "drtIter0Drc": 94,
  "comb_power_share_pct": 2.3,
  "p_per_area_nw_per_um2": 156.5,
  "r2r_end": "dis.num[7]",
  "drive_above_1_share_pct": 5.010,
  "yosysUniqueCellTypes": 50,
  "clk_pin_slew_ns": 0.09,
  "mostFrequentLayoutCell": "clkdlybuf4s50_1",
  "p_seq_share_pct": 57.4,
  "cp_num_buf_inv": 2,
  "worstSetupPathDepth": 6,
  "ys_seq_share_pct": 30.60,
  "start_kind": "flop",
  "finalCritPeriodShare_pct": 66.07,
  "p_clk_share_pct": 40.3,
  "dp_hpwl_um": 6095,
  "drtAntennaViolNets": 0,
  "worst_pin_slew_ns": 0.7006,
  "grt_overflow": 0,
  "fp.dieW_um": 99.40,
  "crit_path_cell_trace": "inv_1 > ha_1 > nor2_1 > or3b_2 > o21ai_0 > clkdlybuf4s50_1",
  "antenna_found_initial": 0,
  "cts_root_buf": "clkbuf_8",
  "hold_viol": 0,
  "critPathKind": "flop to output pin",
  "cts_made_buffers": 5,
  "yosys-stat-cells": 465,
  "grtUsageTotal_pct": 17.41,
  "p_int_uw": 579.6,
  "antenna-diode-count": 0,
  "die_h_um": 99.40,
  "numSynthFlops": 52,
  "final_util_pct": 50.69,
  "peakVddDrop_mv": 0.1486,
  "swShare_pct": 20.53,
  "p_leak_nw": 1.618,
  "routabilityCongestion": 0.8010,
  "final_cell_mix": "clkdlybuf4s50_1, nor2_1, nand2_1",
  "grt_start_max_net_pins": 30,
  "startpoint": "dis.num[21]",
  "cts.htree.levels": 2,
  "maxCapViolations": 0,
  "placed_cells_incl_taps": 622,
  "port_buffers": 68,
  "syn_inst": 465,
  "finalMaxSlewViolations": 0,
  "grt_pass1_vias": 2958,
  "grt_pass1_wl_um": 14100,
  "design_area_um2": 4662,
  "drt-wirelength-per-cell_um": 13.05,
  "dr.pass1.iters": 4,
  "tool_warnings": 50,
  "setup_violations": 0,
  "syn_avg_cell_area_um2": 8.161,
  "clock-sinks": 52,
  "rrSetupSlack_ns": 2.11,
  "syn-cell-area_um2": 3795,
  "cts_hold_buf": 0,
  "pre_cts_slack_ns": 1.769,
  "fillers": 875,
  "period_needed_ns": 3.304,
  "via_count": 3330,
  "critical-path-max-stage-delay_ns": 0.48,
  "rsz0062_at_grt": "false",
  "cts_setup_buffers": 0,
  "flop_area_um2": 1161,
  "ios": 69,
  "crit_path_end": "hex5[0]",
  "fin_setup_tns_ns": 0,
  "ctsResizeCount": 0,
  "drcViolationCount": 0,
  "fmax_ghz": 0.3027,
  "yosys_warnings": 3,
  "cp.required_ns": 4.00,
  "wl_um": 8223,
  "via_per_inst": 5.286,
  "cp-end-kind": "output pin",
  "row_count": 35,
  "critPathSlowestCell": "clkdlybuf4s50_1",
  "slew_headroom_pct": 52.93,
  "status": "finished, final reports clean",
  "dpl_cell_area_um2": 4541,
  "worst_slack_ns": 1.696,
  "synth_chip_area_um2": 3795,
  "finalNonFillerCells": 630,
  "cp.arrival_ns": 2.30,
  "critPathMaxFanout": 6,
  "path_delay_family": "buffers and inverters"
}
[synthesized netlist by cell type, drive strengths merged]
library cell	instances	area, um2
or2	2	12.52
a32o	2	20.02
dfxtp	28	560.5
and3	2	12.51
o21ai	27	138.9
o31a	2	17.52
and2	5	31.28
or3b	3	26.28
xnor2	41	359.1
a31oi	1	6.260
nor2	50	187.7
mux2	4	45.04
mux2i	13	130.1
clkbuf	21	80.07
o211ai	2	15.01
nand2b	6	37.54
a21oi	17	85.08
nand3b	2	15.01
or4	6	52.55
inv	22	82.58
o311ai	1	8.760
nor3b	1	7.510
dfrtp	24	600.6
nand4	15	93.84
xor2	5	43.79
o32ai	1	8.760
ha	32	400.4
a22o	6	52.55
a21boi	2	15.02
or3	7	43.79
o31ai	5	37.54
or4b	3	30.03
nor2b	5	31.28
nor4	16	106.4
a211oi	3	27.52
nand2	42	157.7
o22ai	4	25.02
buf	4	16.26
nand3	15	75.07
o2bb2ai	2	17.52
nor3	16	80.08
[metrics by stage]
stage,hold WS [ns],total power [mW]
2_1_floorplan,0.4568,0.4353
3_3_place_gp,0.4772,0.4446
3_5_place_dp,0.4828,0.4448
4_1_cts,0.5121,0.7379
5_1_grt,0.5292,0.7568
6_report,0.5069,0.7294
[layer usage]
layer	up-vias	wire (um)	GRT usage (%)	part of all wire [%]
met5	-	0	0	0
met2	43	3702	27.56	45
met4	0	40	1.018	0.49
met3	4	218	1.787	2.7
met1	1543	4263	27.69	52
li1	1740	-	-	-
[power groups by stage]
stage         registers [mW]  clock network, mW  logic (mW)
finish                 0.419              0.294      0.0165
CTS                    0.419              0.302      0.0168
global route           0.419              0.318      0.0194
[state kept, by name (all words and copies together) (netlist names)]
signal,count
rate.out,28
dis.num,24
[area by class of cell]
class                      count  area share (%)
multi-input combinational    366           52.66
sequential                    52           24.91
timing repair buffer          71           15.08
tap                          111           2.979
clock buffer                   8           2.603
inverter                      22           1.771
[how the worst min path moves through the flow]
stage | cells past startpoint | slack [ns] | endpoint | from
after CTS | 2 | 0.51 | rate.out[25] | rate.out[25]
final | 2 | 0.51 | rate.out[20] | rate.out[20]
after global routing | 2 | 0.53 | rate.out[20] | rate.out[20]
[cell families (layout without fill, tap and decap cells)]
kind of cell | count (synthesis) | count (layout) | share of synthesized area (%)
AND/OR/NAND/NOR | 196 | 196 | 26.38
adder cells (fa/ha/maj) | 32 | 32 | 10.55
buffers and inverters | 47 | 101 | 4.714
multiplexers | 17 | 17 | 4.616
XOR/XNOR | 46 | 46 | 10.62
flip-flops | 52 | 52 | 30.60
AND-OR/OR-AND | 75 | 75 | 12.53
[worst min-delay path: stages (launching register included)]
cell,delay (ns)
dfxtp_1,0.35
xnor2_1,0.08
nand2_1,0.05
Power and IR drop assume default switching activity.
